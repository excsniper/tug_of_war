==> flow/run.sh <==
#!/bin/bash
# OpenROAD 26Q1-2900-gdf79404cd8, Yosys 0.63+post, stock flow scripts
make -C /OpenROAD-flow-scripts/flow DESIGN_CONFIG=/design/flow/config.mk WORK_HOME=/design/flow/orfs finish
==> flow/config.mk <==
export PLATFORM = sky130hd
export DESIGN_NAME = VGA
export DESIGN_NICKNAME = VGA
export VERILOG_FILES = /design/flow/design.v
export SDC_FILE = /design/flow/constraint.sdc
export NUM_CORES = 4
export LEC_CHECK = 1
export CORE_UTILIZATION = 30
==> flow/constraint.sdc <==
current_design VGA

set clk_period 3.6
set clk_io_pct 0.2

create_clock -name clk0 -period $clk_period [get_ports {clk25}]

set non_clock_inputs [all_inputs -no_clocks]
set_input_delay [expr $clk_period * $clk_io_pct] -clock clk0 $non_clock_inputs
set_output_delay [expr $clk_period * $clk_io_pct] -clock clk0 [all_outputs]
==> flow/design.v <==
`timescale 1ns / 1ps
module VGA(
    output reg red,
    output reg green,
    output reg blue,
    output reg hsync,
    output reg vsync,
	 input red_in,
	 input green_in,
	 input blue_in,
	 input red_bg,
	 input green_bg,
	 input blue_bg,
	 input show_ready,
	 input ready_l,
	 input ready_r,
	 input [6:0] leds_out,
    input clk25,
    input rst
    );
	reg [9:0] hcounter, vcounter;
	always @(posedge clk25 or posedge rst)
	begin
		if (rst) {red, green, blue, hsync, vsync} <= {red_bg, green_bg, blue_bg, 0, 0};
		else begin
			if (hcounter == 799) begin
				hcounter <= 0;
				if (vcounter == 524)
					vcounter <= 0;
				else
					vcounter <= vcounter + 1;
			end else begin
				hcounter <= hcounter + 1;
			end
			if (vcounter >= 490 && vcounter < 491)
				vsync <= 0;
			else
				vsync <= 1;
			if (hcounter >= 656 && hcounter < 752)
				hsync <= 0;
			else
				hsync <= 1;
			if (hcounter < 640 && vcounter < 480) begin
				{red, green, blue} <= {red_bg, green_bg, blue_bg};			
				if (show_ready && ready_l && hcounter <= 9)
					{red, green, blue} <= {red_in, green_in, blue_in};
				if (show_ready && ready_r && hcounter >= 629)				
					{red, green, blue} <= {red_in, green_in, blue_in};
				if (vcounter >= 159 && vcounter <= 319)
					if (leds_out[6] && hcounter >= 15 && hcounter <= 85)
						{red, green, blue} <= {red_in, green_in, blue_in};
					else if (leds_out[5] && hcounter >= 105 && hcounter <= 175)
						{red, green, blue} <= {red_in, green_in, blue_in};
					else if (leds_out[4] && hcounter >= 195 && hcounter <= 265)
						{red, green, blue} <= {red_in, green_in, blue_in};
					else if (leds_out[3] && hcounter >= 285 && hcounter <= 355)
						{red, green, blue} <= {red_in, green_in, blue_in};
					else if (leds_out[2] && hcounter >= 375 && hcounter <= 445)
						{red, green, blue} <= {red_in, green_in, blue_in};
					else if (leds_out[1] && hcounter >= 465 && hcounter <= 535)
						{red, green, blue} <= {red_in, green_in, blue_in};
					else if (leds_out[0] && hcounter >= 555 && hcounter <= 625)
						{red, green, blue} <= {red_in, green_in, blue_in};
			end else begin
				{red, green, blue} <= {0, 0, 0};
			end
		end  
	end  
endmodule
==> impl_metrics.ini <==
; flow metrics
[yosys]
top_cells_by_area = edfxtp_1, dfrtp_1, xnor2_1, ha_1, nor2_1
netlist.area_leader.share_pct = 33.9
synth_seq_share_pct = 40.9
syn_inst = 182
common_cells = edfxtp_1, nor2_1, nand2_1
synth-main-ff-cell = edfxtp_1
edf_count = 20
largest_area_cell = edfxtp_1
synth_warnings = 1
synth.distinct_cells = 52
syn_area_um2 = 1770
async_flop_share_pct = 20.0
yosys_cells = 182
ys.flops = 25
synth_area_per_cell_um2 = 9.75
ys_chip_area_um2 = 1770

[worst_setup_path]
cp.depth = 5
cp-end-kind = register
rr_endpoint = vcounter[2]
r2r_cells = 5
crit_buf_inv = 0
slowest_delay_ns = 0.45
start_kind = register
reg2reg_from = hcounter[0]
cp_top_family = simple AND/OR/NAND/NOR gates
critPathMaxFanout = 10
crit_path_end = vcounter[2]
cp.required_ns = 3.51
worstPathCellList = ha_1 > nand3_1 > nor2_1 > and3_1 > and2_1
timing_worst_setup_path_type = register to register
crit_arrival_ns = 2.16
slowest_stage = and2_1
r2r_setup_slack_ns = 1.35
cp-startpoint = hcounter[0]

[final_timing]
drv_slew = 0
fin_skew_ns = 0.00328
finalSetupViolations = 0
hold_ws_ns = 0.606
fmax_mhz = 445
rsz0062_at_grt = no
slew_headroom_pct = 53.7
setup-tns-final_ns = 0
timing.final.crit_share_pct = 62.5
finalHoldViolCount = 0
period_needed_ns = 2.25
layout_setup_ws_ns = 1.35
tightest_slew_ns = 0.690

[clock_network]
postCtsSetupBuffers = 0
cts_inserted_buffers = 3
root_buffer = clkbuf_8
cts_tree = yes
clk-insertion-delay-late_ns = 0.26
clkSinkCount = 25
cts_hold_repair.buffers = 0
clk_pin_slew_worst_paths_ns = 0.08
h-tree-depth = 1
cts.repair.resized = 0
cts_buffer_depth = 2

[floorplan]
fp.dieH_um = 78.9
io_pins = 23
die_x_um = 78.9
fp-row-count = 27
fp_util_pct = 31.6
chip_area_um2 = 6230
coreArea_um2 = 5610

[worst_hold_path]
min_path_type = register to register

[route]
drcViolationCount = 0
viasPerCell = 5.16
vias = 1399
ant_nets = 0
firstDrtPassIters = 4
routedWlPerCell_um = 13.2
num_antenna_cells = 0
drt-total-wl_um = 3570
initialDrtViolationCount = 72

[placement]
gp_congestion = 0.906
dpl_worst_slack_ns = 1.12
placement.io_buffers = 22
hpwl_um = 2610

[global_route]
grt_antenna_before_repair = 0
first_global_vias = 1314
grt_overflow = 0
grt_usage_pct = 12.4
grt_pass1_wl_um = 6000
grt_max_degree = 17

[cells_and_area]
area_growth_pct = 16.5
fill_cells = 585
drive_gt1_share_pct = 6.53
comb_area_um2 = 955
seq_area_um2 = 726
post-route-util_pct = 36.9

[outcome]
status = completed

[pwr]
p_leak_uw = 0.000702
irDropWorstVdd_uv = 194
pwr_density_cell_nw_per_um2 = 296

[run]
max_cap_violations = 0
warnings = 29
## kinds of logic after synthesis
kind of cell / after synthesis / synth area share [%]
AND-OR/OR-AND: 29 / 13.9
XOR/XNOR: 15 / 7.41
adder cells (fa/ha/maj): 6 / 4.23
buffers and inverters: 17 / 5.29
flip-flops: 25 / 40.9
multiplexers: 3 / 1.69
AND/OR/NAND/NOR: 87 / 26.6
## worst register-to-register path, cell delays in order (launching register included)
cell      delay [ns]
edfxtp_1        0.43
ha_1            0.29
nand3_1         0.20
nor2_1          0.22
and3_1          0.31
and2_1          0.45
## worst min path at each step
stage	from	endpoint	cells after the start
finish	vcounter[4]	vsync	2
CTS	vcounter[4]	vsync	2
global route	vcounter[4]	vsync	2
## layer usage
layer	vias up	share of wire [%]	GRT usage [%]
met4	0	2.5	4.00
met3	10	4.0	1.17
met2	38	43	18.1
li1	699	-	-
met1	652	50	20.1
met5	-	0	0
## metrics by stage
step / cell area (um^2) / std cells / total power [uW]
after global placement: 2020 / 267 / 459
after CTS: 2070 / 271 / 617
final: 2070 / 271 / 611
after detailed placement: 2020 / 267 / 459
after global routing: 2070 / 271 / 645
after floorplan: 1770 / 182 / 424
## power breakdown
group          internal [uW]  switching [uW]
Sequential               326            34.1
Clock                   77.1            81.0
Combinational           50.4            42.4
Total                    454             158
## sequential cells by signal, indices dropped and copies added (netlist names)
name and count:
vsync 1, red 1, hsync 1, green 1, hcounter 10, blue 1
vcounter 10
## cell usage in the layout (no fill, tap or decap), types with 6 or more instances in the layout
master           count
clkdlybuf4s50_1     22
edfxtp_1            20
nand2_1             18
ha_1                 6
nor2_1              20
xnor2_1              9
xor2_1               6
nor2b_1              6
nor3_1               7
nand3_1             11
inv_1                8
## layout make-up
cell class | count | area share, %
well taps | 72 | 4.36
clock inverters | 1 | 0.242
clock buffers | 3 | 2.00
repair buffers | 22 | 10.7
flip-flops and latches | 25 | 35.1
inverters | 8 | 1.45
multi-input cells | 140 | 46.2
Power figures rest on the tool's default switching activity, not on a simulated workload.

==> design.v <==
module Scorer(winrnd, right, leds_on, tie, clk, rst, score, endrnd, clear_score);
	input clk;			 
	input rst;			 
	input right;		 
	input leds_on;		 
	input winrnd;		 
	input tie;			 
	input clear_score;
	output [6:0] score;	 
	output reg endrnd;
	reg [6:0] score;	
	reg [3:0] state;	 
	reg [3:0] nxtstate;	 
	always @(posedge clk or posedge rst)
   		if (rst) state <= 5;
   		else state <= nxtstate;
    wire mr;            
	assign mr = (right & leds_on) | (~right & ~leds_on);
	always @(*) begin
		nxtstate = state;
		if (clear_score)
			nxtstate = 5;
		else
		begin
        if(winrnd && !tie) begin
    		if(leds_on)          
    			case(state)
    			5:	if(mr) nxtstate = 4; else nxtstate=6;	
    			6:	if(mr) nxtstate = 5;  else nxtstate=7;	
    			7:	if(mr) nxtstate = 6; else nxtstate=8;
    			8:	if(mr) nxtstate = 6; else nxtstate=9;
    			4:	if(mr) nxtstate = 3; else nxtstate=5;
    			3:	if(mr) nxtstate = 2; else nxtstate=4;
    			2:	if(mr) nxtstate = 1; else nxtstate=4;
    			9:	nxtstate = 9;
    			1:	nxtstate = 1;
    			default: nxtstate = 0;
    			endcase
    		else	             
    			case(state)
    			5:	if(mr) nxtstate = 4; else nxtstate=6;	
    			6:	if(mr) nxtstate = 5;  else nxtstate=7;	
    			7:	if(mr) nxtstate = 6; else nxtstate=8;
    			8:	if(mr) nxtstate = 7; else nxtstate=9;
    			4:	if(mr) nxtstate = 3; else nxtstate=5;
    			3:	if(mr) nxtstate = 2; else nxtstate=4;
    			2:	if(mr) nxtstate = 1; else nxtstate=3;
    			9:	nxtstate = 9;
    			1:	nxtstate = 1;
    			default: nxtstate = 0;
    			endcase
			end	 
       end	 
    end
	always @(state)
	begin
		endrnd = 0;
		case(state)
		5:	score = 7'b0001000;
		6:	score = 7'b0010000;
		7:	score = 7'b0100000;
		8:	score = 7'b1000000;
		4:	score = 7'b0000100;
		3:	score = 7'b0000010;
		2:	score = 7'b0000001;
		9:	begin score = 7'b1110000; endrnd = 1; end
		1:	begin score = 7'b0000111; endrnd = 1; end
		default: score = 7'b1010101;
		endcase
	end
endmodule
==> run.sh <==
#!/bin/bash
# OpenROAD 26Q1-2900-gdf79404cd8, Yosys 0.63+post, stock flow scripts
make -C /OpenROAD-flow-scripts/flow DESIGN_CONFIG=/design/flow/config.mk WORK_HOME=/design/flow/orfs finish
==> config.mk <==
export PLATFORM = sky130hd
export DESIGN_NAME = Scorer
export DESIGN_NICKNAME = Scorer
export VERILOG_FILES = /design/flow/design.v
export SDC_FILE = /design/flow/constraint.sdc
export NUM_CORES = 4
export LEC_CHECK = 1
export CORE_AREA = 10 10 70 70
export DIE_AREA = 0 0 80 80
==> constraint.sdc <==
current_design Scorer

set clk_period 1.7
set clk_io_pct 0.2

create_clock -name clk0 -period $clk_period [get_ports {clk}]

set non_clock_inputs [all_inputs -no_clocks]
set_input_delay [expr $clk_period * $clk_io_pct] -clock clk0 $non_clock_inputs
set_output_delay [expr $clk_period * $clk_io_pct] -clock clk0 [all_outputs]
==> reports/results.txt <==
met2 GRT Util -> 8.27%
Cell Type Count -> 35
RSZ-0062 raised after global routing -> true
# Cells Yosys -> 73
routed wire length per instance -> 13.2 µm
Synthesis Warnings -> 1
share of layout cells above drive strength 1 -> 54.9%
startpoint types -> register
vias in the first global route -> 659
drt first pass iters -> 4
cts hold-fix bufs -> 0
Top Usage Layer GRT -> met1
CP Max Fanout -> 4
Post-Route WL -> 2100 µm
async set-reset flop share out of synthesis -> 100%
Final Hold Vio Count -> 0
die width -> 80 µm
Power Dens Cells -> 475 mW/mm²
GRT overflow -> 0
total CTS buffers -> 3
pre-CTS WS -> -164 ps
DR DRC count -> 0
IO Count -> 15
number of enable flip-flop cells -> 0
met3 Use GR -> 3.18%
crit share post-route -> 106%
Worst Tran Pin Value -> 467 ps
Largest register FFs -> 4
Port Buffers -> 14
pin count of the biggest net entering global routing -> 14
final setup skew -> 5.26 ps
maximum VDD drop -> 0.235 mV
crit end category -> output port
Setup Viol. Count Final -> 6
Synth Area per Inst -> 7.10 µm²
CTS tree -> yes
Biggest register -> state
dominant register cell -> dfstp_2
Setup crit start -> state[2]$_DFFE_PP1P_
FF-to-FF End -> state[2]$_DFFE_PP1P_
GP Congestion -> 0.885
die area -> 0.00640 mm²
Critical Path AT -> 1460 ps
routed vias/inst -> 4.48
Seq cells post-synth -> 4
clock transition at the registers of the reported paths -> 40 ps
Critical Path Sink -> endrnd
r2r setup slk -> -100 ps
Top cells excl fill/tap -> buf_4 (18), buf_6 (13), clkdlybuf4s50_1 (6)
biggest regs -> state (4)
P_leak -> 0.460 nW
relative slew slack -> 68.8%
Slew Viols, Final -> 0
final worst path period need -> 1800 ps
die height -> 80 µm
Area Overhead vs Synth -> 95.2%
cell count after synthesis -> 73
Pre-Place Util -> 15.2%
Clk Tree Root Cell -> clkbuf_4
Detailed Route Iter0 Violations -> 95
mapped cell area -> 518 µm²
global-route wire length before repair -> 3200 µm
Placed Area -> 774 µm²
core area -> 0.00342 mm²
Final ANT Viol Nets -> 0
initial antenna violation count -> 0
status -> finished, violations left
worst skew pair latency -> 240 ps
critical path type -> register to output port
post-route cell area -> 0.00101 mm²
H-tree depth -> 1
hpwl dp -> 1240 µm
CP required -> 1360 ps
GR Util All Layers -> 6.07%
row count -> 21
number of diodes -> 0
MaxCap Viol Count -> 0
fin util -> 29.6%
via count -> 712
most instantiated logic cell after routing -> buf_4
CTS sink cnt -> 4
min-delay worst type -> input port to asynchronous set/reset pin
R2R cell count -> 8
fmax -> 554 MHz
sequential share of the synthesized area -> 19.8%
CTS Buffer Depth -> 2
violated checks -> negative setup slack
Critical R2R Launch -> state[2]$_DFFE_PP1P_
setup slack after layout -> -104 ps
Log Warnings -> 27
grt met1 use -> 8.46%
YS chip area -> 518 µm²
-- power breakdown --
part / internal (mW) / switching, mW / total, mW
Clock: 0.0789 / 0.0384 / 0.117
Sequential: 0.104 / 0.00637 / 0.110
Combinational: 0.150 / 0.103 / 0.253
Total: 0.332 / 0.148 / 0.481
-- synthesized netlist by cell type (2+ instances only) --
master | count | area share (%)
dfstp_2 | 2 | 10
a21o_1 | 3 | 4.3
o21ai_0 | 5 | 4.8
o22ai_1 | 2 | 2.4
clkbuf_1 | 6 | 4.3
nor2b_1 | 6 | 7.2
o21a_1 | 2 | 2.9
a21oi_1 | 9 | 8.7
nor3_1 | 2 | 1.9
and2_1 | 3 | 3.6
nor2_1 | 2 | 1.4
inv_1 | 4 | 2.9
dfrtp_1 | 2 | 9.7
nand2_1 | 4 | 2.9
-- worst min-delay path by stage --
| stage | end | slack (ps) | cells past startpoint |
|---|---|---|---|
| after CTS | state[1]$_DFFE_PP0P_ | 280 | 2 |
| after global routing | state[1]$_DFFE_PP0P_ | 280 | 2 |
| final | state[1]$_DFFE_PP0P_ | 280 | 2 |
-- routing by layer --
layer | routed length, µm | vias to the layer above
li1 | - | 348
met1 | 971 | 331
met2 | 878 | 29
met3 | 228 | 4
met4 | 21 | 0
met5 | 0 | -
-- stage by stage --
step | total power, mW | cells | TNS (ps) | hold WS (ps)
global placement | 0.284 | 138 | -523 | 537
finish | 0.481 | 159 | -335 | 281
CTS | 0.451 | 154 | -350 | 283
detailed placement | 0.285 | 138 | -525 | 537
global route | 0.513 | 159 | -831 | 282
floorplan | 0.199 | 73 | 0 | 105
-- worst max-delay path, stage by stage, from the launching register on --
cell and delay, ps:
dfstp_2 580, buf_4 140, nor2_4 30, buf_4 120
buf_4 120, and2_4 120, buf_2 100
-- final cells by class --
type                            instances  area (µm²)
Timing Repair Buffer                   45         387
Multi-Input combinational cell         57         425
Sequential cell                         4         104
Inverter                                4        15.0
Fill cell                             362        2400
Tap cell                               46        57.6
Clock buffer                            3        22.5
-- what timing repair did --
action | CTS | global route
pin swaps | 9 | 9
endpoints found under the setup margin | 9 | 10
resized | 44 | 18
setup buffers | 14 | 6
-- kinds of logic (layout without fill, tap and decap cells) --
logic type / Yosys count / in the layout / synth area share, %
AOI/OAI and AO/OA: 30 / 30 / 38.2
and+or+nand+nor: 26 / 26 / 30.0
buffers and inverters: 12 / 52 / 10.4
DFF: 4 / 4 / 19.8
xor gates and xnor gates: 1 / 1 / 1.69
Power figures rest on the tool's default switching activity, not on a simulated workload.

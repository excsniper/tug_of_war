**./run.sh**
```bash
#!/bin/bash
# OpenROAD 26Q1-2900-gdf79404cd8, Yosys 0.63+post, stock flow scripts
make -C /OpenROAD-flow-scripts/flow DESIGN_CONFIG=/design/flow/config.mk WORK_HOME=/design/flow/orfs finish
```
**./constraint.sdc**
```tcl
current_design Sound

set clk_period 3.3
set clk_io_pct 0.2

create_clock -name clk0 -period $clk_period [get_ports {clk}]

set non_clock_inputs [all_inputs -no_clocks]
set_input_delay [expr $clk_period * $clk_io_pct] -clock clk0 $non_clock_inputs
set_output_delay [expr $clk_period * $clk_io_pct] -clock clk0 [all_outputs]
```
**./design.v**
```verilog
`timescale 1ns / 1ps
module Sound(
    output reg beep,
    input leds_on,
	 input clear,
    input clk,
    input rst
    );
	reg [5:0] state, nxt_state;
	always @(posedge clk or posedge rst)
		if (rst)
			state <= 0;
		else
			state <= nxt_state;
	always @(*)
		case (state)
			0:	if (leds_on) nxt_state = 1; else nxt_state = 0;
			63:		if (clear) nxt_state = 0; else nxt_state = 63;
			default:			nxt_state = state + 1;		
		endcase
	always @(*)
		case (state)
			0:	beep = 0;
			63:		beep = 0;
			default:			beep = clk;	
		endcase
endmodule
```
**./config.mk**
```make
export PLATFORM = sky130hd
export DESIGN_NAME = Sound
export DESIGN_NICKNAME = Sound
export VERILOG_FILES = /design/flow/design.v
export SDC_FILE = /design/flow/constraint.sdc
export NUM_CORES = 4
export LEC_CHECK = 1
export CORE_AREA = 10 10 70 70
export DIE_AREA = 0 0 80 80
```
==> results.json <==
{
  "status": "completed",
  "grt_pass1_vias": 303,
  "die_area_sq_um": 6400,
  "hold_end": "state[0]",
  "synth_cell_types": 16,
  "coreArea_sq_um": 3420,
  "vias": 241,
  "tns_ns": 0,
  "final_cell_area_sq_um": 460,
  "r2r_slack_ns": 1.95,
  "logic_area_sq_um": 166,
  "regMostFlops": "state",
  "final_core_util": 0.135,
  "slew-limit-headroom": 0.847,
  "grt_max_degree": 7,
  "clock.latency.late_pin_ns": 0.25,
  "slew_viol_final": 0,
  "fill_cells": 395,
  "slowest_stage": "clkdlybuf4s50_1",
  "wl_microns": 582,
  "rsz0062_at_grt": "false",
  "ys_cells": 33,
  "ios": 5,
  "placementRows": 21,
  "postPlaceCellArea_sq_um": 433,
  "setup_viol": 0,
  "post_drt_wl_per_cell_microns": 6.69,
  "final_layout_size_suffix_gt1_frac": 0.171,
  "drtPass1Iterations": 4,
  "criticalPathCategory": "clk -> out",
  "crit_path_start_kind": "clock port",
  "cts.repair.resized": 0,
  "antenna_found_initial": 0,
  "largest_reg_flops": 6,
  "num_antenna_cells": 0,
  "htree_levels": 1,
  "yosys_warnings": 1,
  "cts_tree": "built",
  "r2r_start": "state[0]",
  "finalClockSkew_ns": 0.00213,
  "grt_usage": 0.0216,
  "r2r-end": "state[0]",
  "gp_congestion": 0.820,
  "min_from": "state[0]",
  "critPathCaptureType": "output port",
  "crit_chain": "clkbuf_4 -> clkbuf_4 -> inv_1 -> nor2_1 -> clkdlybuf4s50_1",
  "area_growth_pct": 37.3,
  "irDropWorstVdd_mv": 0.465,
  "cts_hold_buf": 0,
  "drtAntennaViolNets": 0,
  "path_common_cell": "clkbuf_4",
  "drc_errors": 0,
  "maxCapViolCount": 0,
  "powerDensity_nw_per_um2": 852,
  "clock_path_buffers": 2,
  "hold_path_class": "reg -> reg",
  "register_area_sq_um": 150,
  "grt_pass1_wl_mm": 1.17,
  "hold_viol": 0,
  "synth_flops": 6,
  "ys_seq_frac": 0.448,
  "cts_buffers": 3,
  "p_leak_nw": 0.190,
  "largestRegisters": "state: 6 flops",
  "netlist_area_sq_um": 335,
  "initCoreUtil": 0.0982,
  "post_cts_buffers": 0,
  "warnings": 29,
  "dp_hpwl_microns": 451,
  "clk_pin_slew_ns": 0.06,
  "drtIter0Drc": 4,
  "cp.required_ns": 2.64,
  "path_max_fanout": 5,
  "viasPerCell": 2.77,
  "syn_avg_cell_area_sq_um": 10.2,
  "synth_cells": 33,
  "cts_root_buf": "clkbuf_4",
  "arrival_ns": 2.40,
  "fp.dieW_microns": 80,
  "critPathMaxStageDelay_ns": 0.41,
  "overflow": 0,
  "port_buffers": 4,
  "die_h_microns": 80,
  "rr_worst_depth": 4,
  "yosysChipArea_sq_um": 335,
  "hold_depth": 1,
  "worst_pin_slew_ns": 0.230
}
[power breakdown]
group / total, mW / switching, mW / internal [mW]
sequential: 0.155 / 0.0407 / 0.114
combinational: 0.124 / 0.0608 / 0.0636
clock: 0.113 / 0.0426 / 0.0703
[cell usage in the layout (no fill, tap or decap), types with 2 or more instances in the layout]
master / synthesis / layout
ha_1: 2 / 2
inv_1: 5 / 5
clkbuf_4: 0 / 3
clkdlybuf4s50_1: 0 / 4
dfrtp_1: 6 / 6
xor2_1: 2 / 2
nand2_1: 3 / 3
xnor2_1: 2 / 2
o21ai_0: 4 / 4
[cells in the mapped netlist, drive strengths merged]
cell type	number	area share
o21ai	4	0.060
nor2	1	0.011
nor4	1	0.019
and2	1	0.019
inv	5	0.056
ha	2	0.075
nand3	2	0.045
dfrtp	6	0.45
xnor2	2	0.052
o211ai	1	0.022
or3	1	0.034
xor2	2	0.052
nand2	3	0.034
and3	1	0.019
o21bai	1	0.056
[routing by layer]
layer  vias to the layer above  wire length [microns]  GRT usage
li1                        126                      -          -
met1                       105                    289     0.0254
met2                         8                    242     0.0305
met3                         2                     47     0.0136
met4                         0                      3    0.00880
met5                         -                      0          0
[logic make-up after synthesis]
group | Yosys count | share of synthesized area
fa+ha+maj | 2 | 0.0746
xor+xnor | 4 | 0.104
simple gates | 10 | 0.179
flops | 6 | 0.448
compound gates | 6 | 0.138
buf+inv | 5 | 0.0560
[cell type report]
cell class | count | share of cell area
Multi-Input combinational cell | 22 | 0.361
Sequential cell | 6 | 0.326
Tap cell | 46 | 0.125
Clock buffer | 4 | 0.0707
Timing Repair Buffer | 3 | 0.0652
Inverter | 4 | 0.0326
Clock inverter | 2 | 0.0190
[critical path, delay by kind of cell]
kind / cells / cell delay (ns)
buf+inv: 4 / 0.72
simple gates: 1 / 0.04
[worst max path at each step]
| stage | startpoint | endpoint | slack (ns) |
|---|---|---|---|
| final | clk | beep | 0.24 |
| after global routing | clk | beep | 0.16 |
| after CTS | clk | beep | 0.21 |
[stage by stage]
| stage | total power [mW] | cells | hold WS (ns) | setup slack, ns |
|---|---|---|---|---|
| after floorplan | 0.261 | 33 | 0.451 | 0.937 |
| after global placement | 0.311 | 83 | 0.538 | 0.547 |
| after detailed placement | 0.311 | 83 | 0.545 | 0.546 |
| after CTS | 0.400 | 87 | 0.558 | 0.212 |
| after global routing | 0.444 | 87 | 0.574 | 0.158 |
| final | 0.392 | 87 | 0.551 | 0.236 |
Power figures rest on the tool's default switching activity, not on a simulated workload.
